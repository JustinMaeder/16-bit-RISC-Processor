--- design.v ---
`timescale 1ns / 1ps
module clk_500Hz(clk_in, reset, clk_out);
	input 	clk_in, reset; 
	output 	clk_out;
	reg 		clk_out; 
	integer 	i;
	always @(posedge clk_in, posedge reset)
		if (reset == 1'b1) begin
			i = 0;
			clk_out = 0;   
		end
		else begin 
			i = i + 1;
			if (i >= 100000) begin  
				clk_out = ~clk_out;
				i = 0; 
			end
		end
endmodule 
--- run.sh ---
#!/bin/bash
# OpenROAD 26Q1-2900-gdf79404cd8, Yosys 0.63+post, stock flow scripts
make -C /OpenROAD-flow-scripts/flow DESIGN_CONFIG=/design/flow/config.mk WORK_HOME=/design/flow/orfs finish
--- config.mk ---
export PLATFORM = sky130hd
export DESIGN_NAME = clk_500Hz
export DESIGN_NICKNAME = clk_500Hz
export VERILOG_FILES = /design/flow/design.v
export SDC_FILE = /design/flow/constraint.sdc
export NUM_CORES = 4
export LEC_CHECK = 1
export CORE_UTILIZATION = 40
--- constraint.sdc ---
current_design clk_500Hz

set clk_period 5.2
set clk_io_pct 0.2

create_clock -name clk0 -period $clk_period [get_ports {clk_in}]

set non_clock_inputs [all_inputs -no_clocks]
set_input_delay [expr $clk_period * $clk_io_pct] -clock clk0 $non_clock_inputs
set_output_delay [expr $clk_period * $clk_io_pct] -clock clk0 [all_outputs]
==> ci_impl_report.md <==
## Implementation flow summary

| Metric | Value |
|---|---|
| Status | finished clean |
| Number of OpenROAD warnings | 25 |
| Standard-cell row count | 25 |
| Height of the die | 74.1 µm |
| Most instantiated logic cell after routing | sky130_fd_sc_hd__dfrtp_1 |
| Clock transition at the register clock pins on the worst setup and hold paths after CTS | 0.07 ns |
| Cell type contributing the most total cell area after synthesis | sky130_fd_sc_hd__dfrtp_1 |
| Peak per-stage delay on the critical path | 0.55 ns |
| Core area | 4880 µm² |
| Critical path endpoint category | flip-flop |
| Max rail drop VDD | 145 µV |
| Drt initial violations | 187 |
| Deepest clock path buffer count | 2 |
| Cells after Synth | 213 |
| Cell total in the yosys stat output | 213 |
| Overall fraction of global-route tracks in use | 16.0% |
| ANT cells | 0 |
| Final critical-path required period | 3.17 ns |
| Largest cells by area after synthesis | sky130_fd_sc_hd__dfrtp_1 40%, sky130_fd_sc_hd__xnor2_1 8.0%, sky130_fd_sc_hd__nor2_2 6.0%, sky130_fd_sc_hd__xor2_1 5.9%, sky130_fd_sc_hd__nor2_1 3.6% |
| Total buffers and inverters traversed by the critical path | 2 |
| MI comb area | 1180 µm² |
| Sequential fraction of the synthesis area | 39.7% |
| Max-cap violations | 0 |
| Per-cell via count in the routed design | 5.23 |
| Top achievable clock speed | 316 MHz |
| Type of the tightest min-delay check | flip-flop to flip-flop |
| Global route total overflow | 0 |
| Overall die area | 5500 µm² |
| Fill cell total of the finished layout | 471 |
| Clock skew | 0.00516 ns |
| Cells resized by post-CTS repair | 0 |
| Count of hold buffers inserted by post-cts repair | 0 |
| Yosys Chip Area | 2080 µm² |
| Number of buffers inserted by post-CTS setup repair | 0 |
| Final weighted congestion in routability-driven placement | 0.837 |
| Slew at the pin with the worst max-slew slack | 0.482 ns |
| Area of the mapped netlist | 2080 µm² |
| Wire length of the first global-routing pass | 6.63 mm |
| Number of synthesized register bits | 33 |
| Flip-flops with a built-in enable | 0 |
| Count of pins over their slew limit | 0 |
| Initial antenna violation count | 0 |
| Final total negative setup slack | 0 ns |
| Number of top-level pins | 3 |
| Storage cell area | 826 µm² |
| DP HPWL | 2.57 mm |
| Root cell of the clock tree | sky130_fd_sc_hd__clkbuf_8 |
| Top cell type's share of synthesized area | 39.7% |
| Largest net degree at the start of global routing | 34 |
| Standby leakage power | 0.890 nW |
| Per-cell routed wire length | 13.3 µm |
| Fraction of final layout cells sized beyond drive strength 1 | 22.2% |
| Area growth from synthesis to final layout | 8.65% |
| IO buf count | 2 |
| Worst-case hold slack | 0.469 ns |
| Yosys cell types | 51 |
| H-tree levels | 2 |
| Class of the most critical setup path | flip-flop to flip-flop |
| Via count | 1,479 |
| Fin crit share | 60.9% |
| Total clock buffers created by CTS | 5 |
| Via count of the first global-routing pass | 1,366 |
| Number of failing setup endpoints in the final timing report | 0 |
| Die width | 74.1 µm |
| Clock insertion delay at the later pin of the skew report | 0.28 ns |
| Clock tree from TritonCTS | built |
| Worst-path fanout max | 26 |
| Unrepaired setup endpoints after global routing | false |
| P per Cell Area | 228 nW/µm² |
| Total number of clock tree sinks | 33 |
| Final hold violation count | 0 |
| Required time of the critical path | 5.41 ns |
| DRC violations left | 0 |
| Syn Area/Cell | 9.77 µm² |
| Arrival time of data at the critical path endpoint | 3.38 ns |
| Starting utilization of the core area | 42.7% |
| Count of yosys warnings during synthesis | 1 |
| Count of antenna-violating nets left after detailed routing | 0 |
| Kind of start point of the critical path | flip-flop |
| First-pass DRT Iterations | 4 |
| Most common logic cells in the final layout | 33 x sky130_fd_sc_hd__dfrtp_1, 20 x sky130_fd_sc_hd__nor2_1, 20 x sky130_fd_sc_hd__nor2_2 |
| Post-route core utilization | 46.4% |
| Max-slew headroom | 67.8% |
| Family with the most delay on the worst path | simple AND/OR/NAND/NOR gates |
| Worst path cell trace | nand4_1, or3_4, or2_4, nor4_4, xnor2_2, clkinv_2, a41oi_4, buf_4, xor2_1 |
| Critical-path cell with the highest stage delay | sky130_fd_sc_hd__or3_4 |
| Ys async rst share | 100% |
| Most used flip-flop cell | sky130_fd_sc_hd__dfrtp_1 |
| Sum of routed wire length over all layers | 3.76 mm |
## area by class of cell
cell class	instances	share of cell area, %
Sequential cell	33	36.5
Clock inverter	2	1.66
Tap cell	67	3.71
Multi-Input combinational cell	167	52.2
Clock buffer	6	3.65
Inverter	4	0.719
Timing Repair Buffer	4	1.55
## power breakdown
part	leakage, nW	switching (mW)	total [mW]	internal (mW)
sequential	0.451	0	0.257	0.257
combinational	0.381	0.00505	0.00625	0.00120
clock	0.0574	0.0968	0.253	0.156
## cells in the mapped netlist, types with 2 or more instances
library cell and count:
sky130_fd_sc_hd__and3_2 2, sky130_fd_sc_hd__clkbuf_1 3, sky130_fd_sc_hd__a211oi_1 2, sky130_fd_sc_hd__and4_2 3
sky130_fd_sc_hd__nand4_1 8, sky130_fd_sc_hd__xor2_1 14, sky130_fd_sc_hd__o211ai_1 2, sky130_fd_sc_hd__and3_1 4
sky130_fd_sc_hd__dfrtp_1 33, sky130_fd_sc_hd__nor2_1 20, sky130_fd_sc_hd__or3_4 2, sky130_fd_sc_hd__nor3_1 11
sky130_fd_sc_hd__nor2_2 20, sky130_fd_sc_hd__and2_1 2, sky130_fd_sc_hd__mux2i_1 2, sky130_fd_sc_hd__buf_6 2
sky130_fd_sc_hd__nor4_4 2, sky130_fd_sc_hd__or3_1 2, sky130_fd_sc_hd__inv_1 3, sky130_fd_sc_hd__o21ai_0 2
sky130_fd_sc_hd__xnor2_1 19, sky130_fd_sc_hd__o2111a_1 2, sky130_fd_sc_hd__nand2_1 17, sky130_fd_sc_hd__nand3_1 8
sky130_fd_sc_hd__buf_4 2
## routing by layer
| layer | global-route usage [%] | wire, µm | vias to the layer above |
|---|---|---|---|
| met5 | 0 | 0 | - |
| met4 | 1.92 | 63 | 0 |
| met3 | 3.30 | 116 | 5 |
| met2 | 21.4 | 1570 | 22 |
| met1 | 28.2 | 2010 | 704 |
| li1 | - | - | 748 |
## per-stage QoR
step	instances	total power [mW]	area, µm²	worst slack (ns)
2_1_floorplan	213	0.265	2080	2.70
3_3_place_gp	275	0.268	2140	2.11
3_5_place_dp	275	0.268	2140	2.04
4_1_cts	283	0.524	2260	2.02
5_1_grt	283	0.539	2260	1.86
6_report	283	0.515	2260	2.03
## cells by family after synthesis
family                   after synthesis  synth area share (%)
AND-OR/OR-AND                         16                  6.97
XOR/XNOR                              34                  14.7
adder cells (fa/ha/maj)                1                 0.601
buffers and inverters                 13                  3.60
flip-flops                            33                  39.7
multiplexers                           2                 0.962
AND/OR/NAND/NOR                      114                  33.5
## final timing paths
path | end | cells after the start | startpoint | slack [ns]
setup / recovery | clk_out$_DFFE_PP0P_ | 9 | i[6]$_DFF_PP0_ | 2.03
max in group asynchronous | i[18]$_DFF_PP0_ | 3 | reset | 3.74
min in group asynchronous | i[21]$_DFF_PP0_ | 3 | reset | 1.15
setup reg to reg | clk_out$_DFFE_PP0P_ | 9 | i[6]$_DFF_PP0_ | 2.03
hold reg to reg | clk_out$_DFFE_PP0P_ | 1 | clk_out$_DFFE_PP0P_ | 0.47
hold / removal | clk_out$_DFFE_PP0P_ | 1 | clk_out$_DFFE_PP0P_ | 0.47
## sequential cells by signal, indices dropped and copies added, names as in the netlist
signal / cells
i: 32
clk_out: 1
## worst reg2reg max path, cell delays in order (launching register included)
cell	delay, ns
sky130_fd_sc_hd__dfrtp_1	0.45
sky130_fd_sc_hd__nand4_1	0.44
sky130_fd_sc_hd__or3_4	0.55
sky130_fd_sc_hd__or2_4	0.29
sky130_fd_sc_hd__nor4_4	0.26
sky130_fd_sc_hd__xnor2_2	0.22
sky130_fd_sc_hd__clkinv_2	0.13
sky130_fd_sc_hd__a41oi_4	0.17
sky130_fd_sc_hd__buf_4	0.39
sky130_fd_sc_hd__xor2_1	0.19
Power figures rest on the tool's default switching activity, not on a simulated workload.
