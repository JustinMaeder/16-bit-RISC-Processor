[flow/run.sh]
#!/bin/bash
# OpenROAD 26Q1-2900-gdf79404cd8, Yosys 0.63+post, stock flow scripts
make -C /OpenROAD-flow-scripts/flow DESIGN_CONFIG=/design/flow/config.mk WORK_HOME=/design/flow/orfs finish
[flow/config.mk]
export PLATFORM = sky130hd
export DESIGN_NAME = pixel_clk
export DESIGN_NICKNAME = pixel_clk
export VERILOG_FILES = /design/flow/design.v
export SDC_FILE = /design/flow/constraint.sdc
export NUM_CORES = 4
export LEC_CHECK = 1
export CORE_UTILIZATION = 40
[flow/constraint.sdc]
current_design pixel_clk

set clk_period 9.5
set clk_io_pct 0.2

create_clock -name clk0 -period $clk_period [get_ports {clk_in}]

set non_clock_inputs [all_inputs -no_clocks]
set_input_delay [expr $clk_period * $clk_io_pct] -clock clk0 $non_clock_inputs
set_output_delay [expr $clk_period * $clk_io_pct] -clock clk0 [all_outputs]
[flow/design.v]
`timescale 1ns / 1ps
module pixel_clk(clk_in, reset, clk_out);
	input 	clk_in, reset; 
	output 	clk_out;
	reg 		clk_out; 
	integer 	i;
	always @(posedge clk_in, posedge reset)
		if (reset == 1'b1) begin
			i = 0;
			clk_out = 0;   
		end
		else begin 
			i = i + 1;
			if (i >= 104166) begin  
				clk_out = ~clk_out;
				i = 0; 
			end
		end
endmodule
==> results.toml <==
# implementation run metrics
[status]
run_status = "finished clean"

[cts]
postCtsSetupBuffers = 0
cts_tree = "yes"
cts_inserted_buffers = 5
clkSinkCount = 33
clk_pin_slew_worst_paths_ns = 0.07
clockRootBuffer = "clkbuf_8"
hold_buffers = 0
worstSkewPairLatency_ns = 0.28
max-clock-path-buffers = 2
h-tree-depth = 2
post_cts.resized_instances = 0

[yosys]
yosys_area_sq_um = 2170
syn_avg_cell_area_sq_um = 9.312
simple_gate_area_frac = 0.3241
topCellsByArea = "dfrtp_1 (38%), xnor2_1 (6.5%), xor2_1 (6.5%)"
yosys_register_bits = 33
synth_cell_types = 52
syn_area_sq_um = 2170
ys_dominant_reg_cell = "dfrtp_1"
post_synth_ao_oa_area_fraction = 0.1032
synthDominantCellAreaShare = 0.3806
post_synth_arst_share = 1.000
synth.cellmix.adderShare = 0.01153
muxShareOfSynthArea = 0.004614
syn_inst = 233
yosys-dominant-comb-family = "simple AND/OR/NAND/NOR gates"
ys_sh_xor = 0.1292
synth_seq_share = 0.3806
largest_area_contributor_in_the_netlist = "dfrtp_1"
ys.warnings.count = 1
number_of_enable_flip_flop_cells = 0
yosys_cell_count = 233

[worst_setup_path]
critPathMaxStageDelay_ns = 0.59
critPathRequiredTime_ns = 9.68
worst-endpoint-arrival_ns = 3.77
endpoint_kind = "flop"
critical_path.max_fanout = 15
crit_slowest_cell = "nor4_1"
crit_type = "reg -> reg"
critPathLaunchType = "flop"
path_cells = "ha_1 -> nand4_2 -> nor4_1 -> nor4bb_1 -> or3_1 -> nand3_1 -> o221a_1 -> a41oi_4 -> buf_4 -> o21ba_1"
ff_to_ff_path_depth = 10

[route]
route.detailed.vias_per_inst = 5.269
detail_route.iter0.violations = 75
route.vias.total = 1607
drt_pass1_iterations = 4
wl_per_cell_microns = 13.47
antenna_left = 0
diodes = 0
drcViolationCount = 0
wirelength_microns = 4109

[hold_path]
whs_path_depth = 1
hold_path.class = "reg -> reg"

[global_routing]
track_usage = 0.1580
wire_length_of_the_first_global_routing_pass_microns = 6817
grt_antenna_before_repair = 0
groute.layer.met2.usage = 0.2361
globalRoute.totalOverflow = 0
met1_usage = 0.2532
layer_with_the_highest_usage = "met1"
first_global_vias = 1444
grt_use_met3 = 0.02815
pin_count_of_the_biggest_net_entering_global_routing = 34

[timing]
timing.final.crit_share = 0.3780
worst_slew_pin_slew_ns = 0.6670
achievable-frequency_mhz = 278.5
finalClockSkew_ns = 0.006843
setup_viol = 0
final-max-slew-violation-count = 0
fin_tns_setup_ns = 0
relSlewSlack = 0.5537
hold_viol_final = 0
period_minus_slack_ns = 3.591
unrepaired_setup_endpoints_after_global_routing = "false"

[floorplanning]
floorplan.die.width_microns = 75.65
dieArea_sq_um = 5722
fp_util = 0.4194
ioPinCount = 3
die_h_microns = 75.65
core.rowCount = 26
core_area_sq_um = 5172

[placement]
finalWeightedCongestion = 0.8881
placed_cell_area_sq_um = 2232
placed_cells = 298
io_buffers = 2
detailed_place_hpwl_microns = 2967

[job]
warning_count = 26
max-cap-violations = 0

[final_layout]
final_cell_area_sq_um = 2318
cell_count_final_fillers_out = 305
postLayoutCoreUtil = 0.4482
post_route_cells_drive_above_1_share = 0.1660
syn_to_final_growth_pct = 6.863
nFillCells = 507

[power]
power_per_cell_area_nw_per_um2 = 107.5
peakVddDrop_mv = 0.04325
leakage_nw = 0.9392
[layout by cell type, fill, tap and decap left out, types with 3 or more instances in the layout]
cell type,count
a21oi_1,7
nand2_1,20
nand3_1,12
clkbuf_8,6
xnor2_1,16
xor2_1,16
nor4_1,3
buf_4,3
inv_1,9
dfrtp_1,33
nor2_2,20
nor2b_1,5
and3_1,4
nor2_1,17
or3_1,5
nor3_1,5
nand4_1,9
[final timing paths]
path / start / end / slack [ns]
setup / recovery: i[0] / i[5] / 5.91
hold / removal: clk_out / clk_out / 0.46
setup reg to reg: i[0] / i[5] / 5.91
hold reg to reg: clk_out / clk_out / 0.46
max in group asynchronous: reset / i[22] / 7.21
min in group asynchronous: reset / i[3] / 2.00
[where the power goes]
group	switching (mW)	internal [mW]	leakage (nW)	total, mW
sequential	0	0.141	0.451	0.141
combinational	0.00259	0.000657	0.443	0.00325
clock	0.0480	0.0574	0.0443	0.105
[state kept, by name, summed over array words and instances (netlist names)]
signal,cells
clk_out,1
i,32
[logic make-up (layout without fill, tap and decap cells)]
logic type               Yosys count  in the layout
AND/OR/NAND/NOR                  119            119
flip-flops                        33             33
XOR/XNOR                          32             32
AND-OR/OR-AND                     27             27
buffers and inverters             19             21
adder cells (fa/ha/maj)            2              2
multiplexers                       1              1
[metrics by stage]
stage,power (mW),hold WS (ns),setup slack [ns]
2_1_floorplan,0.1452,0.4204,6.759
3_3_place_gp,0.1467,0.4569,6.092
3_5_place_dp,0.1467,0.4600,5.966
4_1_cts,0.2524,0.4707,5.921
5_1_grt,0.2591,0.4794,5.663
6_report,0.2491,0.4628,5.909
[cell usage after synthesis, types with 2 or more instances]
master / number
and3_1: 4
a21oi_1: 7
buf_6: 2
nand4_1: 9
o21ai_0: 2
nor4bb_1: 2
a2111oi_0: 2
buf_4: 4
and4_1: 2
dfrtp_1: 33
nor3_1: 5
nand3b_1: 2
xor2_1: 16
nor4_1: 3
xnor2_1: 16
clkbuf_1: 4
nor2b_1: 5
or3_1: 5
nor2_1: 17
nand4_2: 2
nor2_2: 20
ha_1: 2
a211oi_1: 2
nand3_1: 12
nand2_1: 20
inv_1: 9
[metal layers]
metal  routed length, microns  part of all wire
met1                     2262              0.55
met2                     1705              0.41
met3                       75             0.018
met4                       66             0.016
met5                        0                 0
[final cells by class]
| class | instances | area [sq um] | area share |
|---|---|---|---|
| Sequential cell | 33 | 825.8 | 0.3562 |
| Timing Repair Buffer | 5 | 42.54 | 0.01835 |
| Multi-Input combinational cell | 181 | 1242 | 0.5359 |
| Tap cell | 70 | 87.58 | 0.03778 |
| Clock buffer | 7 | 86.33 | 0.03724 |
| Inverter | 9 | 33.78 | 0.01457 |
[worst max-delay path, delay by kind of cell, from the launching register on]
family / cells / cell delay, ns
flip-flops: 1 / 0.42
AND-OR/OR-AND: 3 / 0.95
adder cells (fa/ha/maj): 1 / 0.36
buffers and inverters: 1 / 0.35
AND/OR/NAND/NOR: 5 / 1.40
Power and IR drop assume default switching activity.
